==> ./design.v <==
`timescale 1ns / 1ps
module ALU(
    input wire [31:0] Src1,       
    input wire [31:0] Src2,       
    input wire [3:0] ALUControl,  
    output reg [31:0] ALUResult,  
    output wire Zero              
);
always @(*) begin
    case (ALUControl)
        4'b0010: ALUResult = Src1 + Src2;    
        4'b0110: ALUResult = Src1 - Src2;    
        4'b0000: ALUResult = Src1 & Src2;    
        4'b0001: ALUResult = Src1 | Src2;    
        4'b0011: ALUResult = Src1 ^ Src2;    
        4'b1100: ALUResult = ~(Src1 | Src2); 
        4'b0111: ALUResult = (Src1 < Src2) ? 32'b1 : 32'b0; 
        4'b1000: ALUResult = Src2 << Src1;   
        4'b1001: ALUResult = Src2 >> Src1;   
        default: ALUResult = 32'b0;         
    endcase
end
assign Zero = (ALUResult == 32'b0) ? 1'b1 : 1'b0; 
endmodule
`timescale 1ns / 1ps
module ALUControl(
    input wire [1:0] ALUOpcode,       
    input wire [5:0] instructionSlice,  
    output reg [3:0] ALUControl       
);
always @(*) begin
    case (ALUOpcode)
        2'b00: ALUControl = 4'b0010;  
        2'b01: ALUControl = 4'b0110;  
        2'b10: begin  
            case (instructionSlice)
                6'b100000: ALUControl = 4'b0010;  
                6'b100010: ALUControl = 4'b0110;  
                6'b100100: ALUControl = 4'b0000;  
                6'b100101: ALUControl = 4'b0001;  
                6'b100110: ALUControl = 4'b0011;  
                6'b100111: ALUControl = 4'b1100;  
                6'b101010: ALUControl = 4'b0111;  
                6'b000000: ALUControl = 4'b1000;  
                6'b000010: ALUControl = 4'b1001;  
                default:   ALUControl = 4'b1111;  
            endcase
        end
        default: ALUControl = 4'b0000;  
    endcase
end
endmodule
`timescale 1ns / 1ps
module Adder2(
input wire[31:0] Pc_Adder,
input wire[31:0] LeftShiftedWire,
output wire [31:0] Mux1Input2
);
assign Mux1Input2 = Pc_Adder + LeftShiftedWire;
endmodule
`timescale 1ns / 1ps
module Branch(
input wire ALUZeroFlag,
input wire CUBranchWire,
output wire PCSrc
);
assign PCSrc = ALUZeroFlag&CUBranchWire;
endmodule
`timescale 1ns / 1ps
module Control_Unit(
    input wire [31:0] instruction,
    output wire Reg_Write,
    output wire Branch,
    output wire MemToReg,
    output wire MemRead,
    output wire MemWrite,
    output wire ALUSrc,
    output wire [1:0] ALUOp,
    output wire RegDst
);
    wire [5:0] opcode;
    assign opcode = instruction[31:26];  
    assign RegDst   = (opcode == 6'b000000);  
    assign Reg_Write = (opcode == 6'b000000) || (opcode == 6'b001000);  
    assign Branch   = (opcode == 6'b000100);  
    assign MemToReg = (opcode == 6'b100011);  
    assign MemRead  = (opcode == 6'b100011);  
    assign MemWrite = (opcode == 6'b101011);  
    assign ALUSrc   = (opcode == 6'b100011) || (opcode == 6'b101011) || (opcode == 6'b001000);  
    assign ALUOp    = (opcode == 6'b000000) ? 2'b10 :  
                      (opcode == 6'b000100) ? 2'b01 :  
                      2'b00;  
endmodule
`timescale 1ns / 1ps
module Data_Memory(
    input wire [31:0] address,          
    input wire [31:0] Write_Data,
    input wire MemWrite,
    input wire MemRead,
    input wire clk,                    
    output reg [31:0] Read_Data        
);
    reg [31:0] dataMemory [31:0];  
    integer i;
    initial begin
        for (i = 0; i < 32; i = i + 1) begin
            dataMemory[i] = 32'h00000000; 
        end
    end
    wire [4:0] word_address;
    assign word_address = address[6:2];  
    always @(posedge clk) begin
        if (MemWrite) begin
            dataMemory[word_address] <= Write_Data;
        end
    end
    always @(*) begin
        if (MemRead) begin
            Read_Data = dataMemory[word_address];
        end else begin
            Read_Data = 32'b0;  
        end
    end
endmodule
`timescale 1ns / 1ps
module InstructionMemory(
    input wire [31:0] instructionSelect,
    output wire [31:0] instructionOut
);
    reg [31:0] instructionMemory [31:0];  
	 integer i;
    initial begin
        for (i = 0; i < 32; i = i + 1) begin
            instructionMemory[i] = 32'h00000000;  
        end
        instructionMemory[0] = 32'h2008000a;   
        instructionMemory[1] = 32'h20090005;   
        instructionMemory[2] = 32'h01095020;   
        instructionMemory[3] = 32'h01095822;   
        instructionMemory[4] = 32'hac0a0004;   
        instructionMemory[5] = 32'hac0b0008;   
        instructionMemory[6] = 32'h8c0c0004;   
        instructionMemory[7] = 32'h114c0002;   
        instructionMemory[8] = 32'h200d0000;   
        instructionMemory[9] = 32'h200e0001;   
        instructionMemory[10] = 32'h200f0002;  
    end
    assign instructionOut = instructionMemory[instructionSelect[6:2]];  
endmodule
`timescale 1ns / 1ps
module Left_ShifterBy2(
input wire[31:0] inputInstruction,
output wire[31:0] outputInstruction
);
assign outputInstruction = inputInstruction<<2;
endmodule
`timescale 1ns / 1ps
module MuxNo1(
    output wire [31:0] newPC,
    input wire [31:0] Pc_Adder_Wire,  
    input wire [31:0] Mux1Input2,     
    input wire PCSrc                  
);
    assign newPC = (PCSrc) ? Mux1Input2 : Pc_Adder_Wire;
endmodule
`timescale 1ns / 1ps
module MuxNo2(
input wire[31:0] ReadData2,
input wire[31:0] SignExtendedWire,
input wire ALUSrc,
output wire [31:0] ALUSrc1
);
assign ALUSrc1 = (ALUSrc) ? SignExtendedWire:ReadData2;
endmodule
`timescale 1ns / 1ps
module MuxNo3(
input wire [4:0] instructionSlice1,
input wire [4:0] instructionSlice2,
input wire RegDst,
output wire [4:0] Write_Register
);
assign Write_Register = (RegDst) ? instructionSlice2:instructionSlice1;
endmodule
`timescale 1ns / 1ps
module MuxNo4(
input wire MemToReg,
input wire [31:0] Read_Data,
input wire [31:0] ALUResult,
output wire [31:0] Write_Data
);
assign Write_Data = (MemToReg) ? Read_Data : ALUResult;
endmodule
`timescale 1ns / 1ps
module Adder1(
input wire[31:0] pc_in,
output wire[31:0] pc_out
);
assign pc_out = pc_in+4;
endmodule
`timescale 1ns / 1ps
module ProgramCounter(
    input wire clk, reset,                 
    input wire [31:0] nextPC,               
    output reg [31:0] PC                    
);
    always @(posedge clk or posedge reset) begin
        if (reset) 
            PC <= 0;  
        else 
            PC <= nextPC;         
    end
endmodule
`timescale 1ns / 1ps
module Register_File(
    input wire clk,
    input wire [4:0] Reg1_Read,
    input wire [4:0] Reg2_Read,
    input wire Reg_Write,
    input wire [4:0] Write_Register,
    input wire [31:0] Data,
    output wire [31:0] Reg1_out,
    output wire [31:0] Reg2_out
);
    reg [31:0] regFile [31:0];
    integer i;
    initial begin
        for (i = 0; i < 32; i = i + 1) begin
            regFile[i] = 32'h00000000;
        end
    end
    always @(posedge clk) begin
        if (Reg_Write && Write_Register != 0) begin
            regFile[Write_Register] <= Data;
        end
    end
    assign Reg1_out = (Reg1_Read == 0) ? 32'h0 : regFile[Reg1_Read];
    assign Reg2_out = (Reg2_Read == 0) ? 32'h0 : regFile[Reg2_Read];
endmodule
`timescale 1ns / 1ps
module Sign_Extender(
    input wire [15:0] inputInstruction,
    output wire [31:0] outputInstruction
);
    assign outputInstruction = {{16{inputInstruction[15]}}, inputInstruction};
endmodule
`timescale 1ns / 1ps
module TheImplicitMux(
    input wire [31:0] instruction,    
    output wire [5:0] ALUControlInput  
);
    wire [5:0] opcode, funct;
    assign opcode = instruction[31:26];  
    assign funct  = instruction[5:0];    
    assign ALUControlInput = (opcode == 6'b000000) ? funct : opcode; 
endmodule
`timescale 1ns / 1ps
module TopModule(
     input wire clk, reset,
	  output wire [31:0] out,
	  output wire [4:0] mux3rentention
);
wire [31:0] pc,nextpc;
wire [31:0] adder1out;
wire [31:0] instructionOut;
wire [31:0] Read_Data1,Read_Data2,SignExtensionOut;
wire Reg_Write;
wire Branch;
wire Memread;
wire Memwrite;
wire ALUSrc;
wire [1:0] ALUOp;
wire RegDst;
wire [31:0] leftShifterOut;
wire [31:0] mux2out;
wire [31:0] aluresult;
wire zeroflag;
wire [3:0] alucout;
wire [5:0] alucontrolmoduleinput;
reg [5:0] ALUControlInstructionIn;
wire [31:0] mux1input1;
wire mux1select;
wire [31:0] datamemout;
wire [4:0] writereg;
wire memtoreg;
wire [31:0] Write_Data;
ProgramCounter PC(
.clk(clk),
.reset(reset),                 
.nextPC(nextpc),               
.PC(pc) 
);
InstructionMemory IM(
.instructionSelect(pc),
.instructionOut(instructionOut)
);
Adder1 adder1 (
.pc_in(pc),
.pc_out(adder1out)
);
Register_File regfile (
.clk(clk),
.Reg1_Read(instructionOut[25:21]),
.Reg2_Read(instructionOut[20:16]),
.Reg_Write(Reg_Write),
.Write_Register(writereg),
.Data(Write_Data),
.Reg1_out(Read_Data1),
.Reg2_out(Read_Data2)
);
Sign_Extender SE(
.inputInstruction(instructionOut[15:0]),
.outputInstruction(SignExtensionOut)
);
Control_Unit CU (
.instruction(instructionOut),
.Reg_Write(Reg_Write),
.Branch(Branch),
.MemRead(Memread),
.MemWrite(Memwrite),
.ALUOp(ALUOp),
.RegDst(RegDst),
.ALUSrc(ALUSrc),
.MemToReg(memtoreg)
);
Left_ShifterBy2 LS(
.inputInstruction(SignExtensionOut),
.outputInstruction(leftShifterOut)
);
MuxNo2 MX2(
.ReadData2(Read_Data2),
.SignExtendedWire(SignExtensionOut),
.ALUSrc(ALUSrc),
.ALUSrc1(mux2out)
);
ALU alu (
    .Src1(Read_Data1),        
    .Src2(mux2out),          
    .ALUControl(alucout),  
    .ALUResult(aluresult),  
    .Zero(zeroflag) 
);
TheImplicitMux TIM(
    .instruction(instructionOut),   
    .ALUControlInput(alucontrolmoduleinput)
);
ALUControl aluc (
    .ALUOpcode(ALUOp),       
    .instructionSlice(alucontrolmoduleinput),  
    .ALUControl(alucout)
);
Adder2 adder2(
.Pc_Adder(adder1out),
.LeftShiftedWire(leftShifterOut),
.Mux1Input2(mux1input1)
);
Branch branch(
.ALUZeroFlag(zeroflag),
.CUBranchWire(Branch),
.PCSrc(mux1select)
);
Data_Memory DM (
.address(aluresult),          
.Write_Data(Read_Data2),
.MemWrite(Memwrite),
.MemRead(Memread),
.clk(clk),                    
.Read_Data(datamemout)
);
MuxNo1 MX1(
.newPC(nextpc),
.Pc_Adder_Wire(mux1input1),
.Mux1Input2(adder1out),
.PCSrc(mux1select)
);
MuxNo3 MX3 (
.instructionSlice1(instructionOut[20:16]),
.instructionSlice2(instructionOut[15:11]),
.RegDst(RegDst),
.Write_Register(writereg)
);
MuxNo4 MX4 (
.MemToReg(memtoreg),
.Read_Data(datamemout),
.ALUResult(aluresult),
.Write_Data(Write_Data)
);
assign out = Write_Data;
assign mux3rentention = writereg;
endmodule
==> ./run.sh <==
#!/bin/bash
# OpenROAD 26Q1-2900-gdf79404cd8, Yosys 0.63+post, stock flow scripts
make -C /OpenROAD-flow-scripts/flow DESIGN_CONFIG=/design/flow/config.mk WORK_HOME=/design/flow/orfs finish
==> ./config.mk <==
export PLATFORM = sky130hd
export DESIGN_NAME = TopModule
export DESIGN_NICKNAME = TopModule
export VERILOG_FILES = /design/flow/design.v
export SDC_FILE = /design/flow/constraint.sdc
export NUM_CORES = 4
export LEC_CHECK = 1
export CORE_UTILIZATION = 50
==> ./constraint.sdc <==
current_design TopModule

set clk_period 46.0
set clk_io_pct 0.2

create_clock -name clk0 -period $clk_period [get_ports {clk}]

set non_clock_inputs [all_inputs -no_clocks]
set_input_delay [expr $clk_period * $clk_io_pct] -clock clk0 $non_clock_inputs
set_output_delay [expr $clk_period * $clk_io_pct] -clock clk0 [all_outputs]
==> changes_impl.md <==
### Metrics

- Status: finished, final reports clean
- Top Layout Cells: 1376 x edfxtp_1, 960 x nand2_1, 579 x nand3_1
- Clock-pin slew on the worst setup and hold paths: 60 ps
- Pre-CTS WS: 27070 ps
- Routed vias/inst: 6.35
- Kind of critical path: register to output pin
- Worst Hold Class: register to register
- Netlist cell types: 118
- TNS Setup: 0 ps
- Critical Path Slowest Stage Cell: buf_4
- CTS Buf Count: 145
- Layout cells sized above 1: 0.117
- Final wirelength: 251000 µm
- Postcts setup bufs: 0
- Synth area leader: edfxtp_1
- Critical Path Max Stage Delay: 690 ps
- Yosys stat cell total: 5480
- F_max: 0.0506 GHz
- Syn avg cell area: 12.0 µm²
- Vias in the first global route: 47000
- RSZ-0062 raised after global routing: false
- Max-slew headroom: 0.163
- Seq share, synth: 0.630
- Crit path DRT: 36800 ps
- Syn Inst Count: 5480
- Insertion delay of the later-clocked pin in the worst-skew pair: 780 ps
- Power Density: 33.4 nW/µm²
- Die X: 365 µm
- Post-CTS Hold Buffers: 0
- Routability Congestion: 1.03
- Total power: 0.00247 W
- Core ar.: 130000 µm²
- Flops after synth: 1381
- PortBufs: 37
- R2R cell count: 25
- Tot GR Track Use: 0.418
- Worst IR Drop VDD: 0.0360 mV
- DR iter-0 viols: 4235
- Area delta synth->final: 12.1%
- CTS tree: built
- Largest net degree at the start of global routing: 124
- Yosys warning count: 6
- Pins Over Slew Limit: 0
- Async set-reset flop share out of synthesis: 0.00362
- Most used cell, CP: buf_4
- Chip area: 133000 µm²
- CP max FO: 116
- Max-Cap Viols: 0
- Global-route wire length before repair: 352000 µm
- Worst Tran Pin Value: 1220 ps
- Most used flip-flop cell: edfxtp_1
- CTS Root Cell: clkbuf_16
- Critical Path Source Type: register
- Number of antenna-violating nets in the routed design: 0
- H-tree levels: 4
- Final hold vios: 0
- TritonRoute pass-1 iters: 6
- Max-area cell share: 0.628
- Hold Path Stages: 2
- Flip-flops with a built-in enable: 1376
- CTS sink cnt: 1381
- Post-layout min period: 19760 ps
- Top cell excl fill/tap: edfxtp_1
- Initial antenna violation count: 9
- Drc violations: 0
- Crit. End Element: output pin
- CTS resizes: 0
- Clock Skew: 57.0 ps
- Die Y: 365 µm
- Drt wl/cell: 33.6 µm
- Clk buf depth: 3
- Num rows: 132
- Mapped Area: 65800 µm²
- Fin Hold WS: 833 ps
- Critical path data arrival time: 10560 ps
- YS chip area: 65800 µm²
- Tcrit/Tclk final: 0.429
- Final HPWL DP: 160000 µm
- Final worst setup slack: 26240 ps
- IO Count: 39
- Final setup viols: 0
- Total grt overflow: 0
- Tool warning count: 114
- Leakage power: 24.1 nW
- Vias: 47500
- Initial Util: 0.506
- Top cells, area: edfxtp_1 63%, nand2_1 5.5%, nand3_1 4.4%, mux2i_1 3.9%, ha_1 2.2%
[routing by layer]
metal	wire (µm)	global-route usage	vias up
li1	-	-	20900
met1	85400	0.543	23000
met2	111000	0.583	2942
met3	37000	0.245	606
met4	17700	0.213	10
met5	130	0.00690	-
[layout make-up]
class | count | area, µm²
timing repair buffer | 296 | 2380
clock inverter | 71 | 609
sequential | 1381 | 41400
inverter | 117 | 439
multi-input combinational | 3683 | 22900
antenna | 5 | 12.5
tap | 1742 | 2180
clock buffer | 185 | 3800
fill | 10600 | 56200
[through the flow]
stage,util,instance area [µm²],cells
finish,0.568,73800,7480
global route,0.568,73800,7475
CTS,0.568,73800,7475
detailed placement,0.534,69400,7219
global placement,0.534,69400,7219
floorplan,-,66100,5544
[critical path, delay by kind of cell, from the launching register on]
kind / cells / cell delay, ps
flip-flops: 1 / 460
multiplexers: 2 / 590
buffers and inverters: 7 / 2890
AND/OR/NAND/NOR: 7 / 1930
adder cells (fa/ha/maj): 2 / 670
AND-OR/OR-AND: 9 / 2740
XOR/XNOR: 1 / 260
[worst paths after layout]
kind | start | end | slack, ps
min | PC.PC[2]$_DFF_PP0_ | PC.PC[2]$_DFF_PP0_ | 830
min in group asynchronous | reset | PC.PC[3]$_DFF_PP0_ | 8730
max | PC.PC[2]$_DFF_PP0_ | out[20] | 26240
max reg2reg | PC.PC[2]$_DFF_PP0_ | PC.PC[5]$_DFF_PP0_ | 36090
min reg2reg | PC.PC[2]$_DFF_PP0_ | PC.PC[2]$_DFF_PP0_ | 830
max in group asynchronous | reset | PC.PC[4]$_DFF_PP0_ | 37000
[sequential cells by signal, indices dropped and copies added (netlist names)]
register         cells
DM.dataMemory     1024
PC.PC                5
regfile.regFile    352
[report_power, final]
part	switching, W	internal (W)
Combinational	0.00000151	0.000000466
Sequential	0.000000901	0.00136
Clock	0.000484	0.000615
Total	0.000487	0.00198
[cells in the mapped netlist, drive strengths merged, types with 7 or more instances]
cell type / instances
a2111oi: 52
a211o: 13
a211oi: 48
a21o: 22
a21oi: 204
a221oi: 49
a22oi: 41
a311oi: 17
a31oi: 71
a32oi: 11
a41oi: 16
and2: 13
and3: 87
buf: 198
clkbuf: 165
edfxtp: 1376
ha: 117
inv: 117
mux2: 73
mux2i: 256
nand2: 962
nand2b: 53
nand3: 584
nand4: 27
nor2: 274
nor2b: 14
nor3: 57
nor4: 34
o2111ai: 16
o211a: 7
o211ai: 54
o21a: 11
o21ai: 183
o221a: 7
o221ai: 21
o22a: 11
o22ai: 23
o311ai: 8
o31a: 11
o31ai: 14
or2: 8
or3: 21
xnor2: 19
xor2: 9
[cells by family after synthesis]
logic type,after synthesis,share of synthesized area
other,1,0.0000570
adder cells (fa/ha/maj),120,0.0232
AND-OR/OR-AND,967,0.107
buffers and inverters,480,0.0334
flip-flops,1381,0.630
AND/OR/NAND/NOR,2174,0.151
multiplexers,329,0.0518
XOR/XNOR,28,0.00373
Power and IR drop assume default switching activity.
